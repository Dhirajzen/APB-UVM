## flow/run.sh

```bash
#!/bin/bash
# OpenROAD 26Q1-2900-gdf79404cd8, Yosys 0.63+post, stock flow scripts
make -C /OpenROAD-flow-scripts/flow DESIGN_CONFIG=/design/flow/config.mk WORK_HOME=/design/flow/orfs finish
```

## flow/config.mk

```make
export PLATFORM = sky130hd
export DESIGN_NAME = apb_slave
export DESIGN_NICKNAME = apb_slave
export VERILOG_FILES = /design/flow/design.v
export SDC_FILE = /design/flow/constraint.sdc
export NUM_CORES = 4
export LEC_CHECK = 1
export CORE_UTILIZATION = 30
export SYNTH_HDL_FRONTEND = slang
```

## flow/constraint.sdc

```tcl
current_design apb_slave

set clk_period 3.1
set clk_io_pct 0.2

create_clock -name clk0 -period $clk_period [get_ports {PCLK}]

set non_clock_inputs [all_inputs -no_clocks]
set_input_delay [expr $clk_period * $clk_io_pct] -clock clk0 $non_clock_inputs
set_output_delay [expr $clk_period * $clk_io_pct] -clock clk0 [all_outputs]
```

## flow/design.v

```verilog
interface apb_if (input logic PCLK, input logic PRESETn);
  logic [31:0] PADDR;     
  logic        PSEL;      
  logic        PENABLE;   
  logic        PWRITE;    
  logic [31:0] PWDATA;    
  logic [31:0] PRDATA;    
  logic        PREADY;    
  logic        PSLVERR;   
  modport master (
    output PADDR, PSEL, PENABLE, PWRITE, PWDATA,
    input  PRDATA, PREADY, PSLVERR
  );
  modport slave (
    input  PADDR, PSEL, PENABLE, PWRITE, PWDATA,
    output PRDATA, PREADY, PSLVERR
  );
  modport monitor (
    input PADDR, PSEL, PENABLE, PWRITE, PWDATA, PRDATA, PREADY, PSLVERR
  );
  task automatic wait_for_transfer_complete();
    wait(PSEL && PENABLE && PREADY);
    @(posedge PCLK);
  endtask
  function automatic bit is_active();
    return (PSEL == 1'b1);
  endfunction
  function automatic bit is_transfer_phase();
    return (PSEL == 1'b1 && PENABLE == 1'b1);
  endfunction
endinterface
module apb_slave (
  input  logic        PCLK,
  input  logic        PRESETn,
  input  logic [31:0] PADDR,
  input  logic        PSEL,
  input  logic        PENABLE,
  input  logic        PWRITE,
  input  logic [31:0] PWDATA,
  output logic [31:0] PRDATA,
  output logic        PREADY,
  output logic        PSLVERR
);
  logic [15:0] [31:0] registers;
  logic [3:0] addr_index;
  logic       addr_valid;
  assign addr_index = PADDR[5:2];
  assign addr_valid = (PADDR[31:6] == 0);
  typedef enum logic [1:0] {
    IDLE,
    SETUP,
    ACCESS
  } apb_state_t;
  apb_state_t current_state, next_state;
  always_ff @(posedge PCLK or negedge PRESETn) begin
    if (!PRESETn) begin
      current_state <= IDLE;
    end else begin
      current_state <= next_state;
    end
  end
  always_comb begin
    case (current_state)
      IDLE: begin
        if (PSEL && !PENABLE)
          next_state = SETUP;
        else
          next_state = IDLE;
      end
      SETUP: begin
        if (PSEL && PENABLE)
          next_state = ACCESS;
        else
          next_state = IDLE;
      end
      ACCESS: begin
        if (PSEL && !PENABLE)
          next_state = SETUP;
        else
          next_state = IDLE;
      end
      default:
        next_state = IDLE;
    endcase
  end
  always_ff @(posedge PCLK or negedge PRESETn) begin
    if (!PRESETn) begin
      for (int i = 0; i < 16; i++)
        registers[i] <= 32'h0;
      PRDATA <= 32'h0;
      PREADY <= 1'b1;   
      PSLVERR <= 1'b0;  
    end
    else begin
      PREADY <= 1'b1;
      PSLVERR <= 1'b0;
      if (current_state == ACCESS && PSEL && PENABLE) begin
        if (!addr_valid) begin
          PSLVERR <= 1'b1;
        end
        else if (PWRITE) begin
          registers[addr_index] <= PWDATA;
        end
        else begin
          PRDATA <= registers[addr_index];
        end
      end
    end
  end
endmodule
```

==> reports/results.ini <==
[status]
outcome = finished clean

[clocking]
cts_hold_buffers = 0
clock_tree.buffer_depth = 3
cts_inserted_buffers = 57
clkSlewWorstSetupHoldPaths_ps = 60
htree_num_levels = 2
post_cts_buffers = 0
clkSinkCount = 548
tritoncts = yes
clk_root_buffer_cell = sky130_fd_sc_hd__clkbuf_16
clkLatencyLatePin_ps = 620
ctsResizeCount = 0

[timing]
max_freq_ghz = 0.405
setup_viol_count_final = 0
finalClockSkew_ps = 25.6
final_critical_path_setup_slack_ps = 629
final_period_minus_worst_setup_slack_ps = 2470
max_slew_margin_pct = 39.4
timing.final.hold_violations = 0
final.setup.tns_ps = 0
slew_violations = 0
final_min_period_over_clock_period_pct = 79.7
rsz0062_at_grt = false
tightest_slew_ps = 909

[synth]
total_number_of_yosys_warnings = 0
yosys_aoi_share_pct = 1.98
synth.cellmix.simpleShare_pct = 2.45
synth.mux.area_fraction_pct = 36.8
synth.yosys.seq_area_share_pct = 56.1
netlist_area_um2 = 24500
post_synth_most_frequent_cells = 547 x sky130_fd_sc_hd__dfrtp_1, 495 x sky130_fd_sc_hd__mux2_2, 128 x sky130_fd_sc_hd__mux4_2, 64 x sky130_fd_sc_hd__a22oi_1, 57 x sky130_fd_sc_hd__clkbuf_1
synth_area_per_cell_um2 = 16.3
top_area_share_pct = 56.0
ys_sh_adder_pct = 0
yosysCellCount = 1497
netlist-cell-type-count = 27
synth.ff_latch_count = 548
async_reset_ff_share_pct = 100
count_leader_synth = sky130_fd_sc_hd__dfrtp_1
yosys_most_used_dff = sky130_fd_sc_hd__dfrtp_1
synthXorXnorAreaFrac_pct = 0
dominant_combinational_cell_family_by_area_after_synthesis = multiplexers
syn-instance-count = 1497
yosys_reported_design_area_after_synthesis_um2 = 24500
number_of_enable_flip_flop_cells = 0
synth_area_leader_cell = sky130_fd_sc_hd__dfrtp_1
post_synth_main_area_contributors = sky130_fd_sc_hd__dfrtp_1 56%, sky130_fd_sc_hd__mux2_2 23%, sky130_fd_sc_hd__mux4_2 12%

[setup_path]
critical_path.n_buffers_inverters = 3
critical_path.max_stage_delay_ps = 400
timing.critical_path.slowest_stage_cell = sky130_fd_sc_hd__clkdlybuf4s50_1
critical_path_required_time_ps = 3590
critical_path_class = in2reg
crit_chain = clkdlybuf4s50_1, nor4_1, nand4_2, buf_12, nor4_4, buf_4, mux2_2
worstPathMaxFanout = 18
start_kind = primary input
path_delay_family = simple AND/OR/NAND/NOR gates
crit_path_end_kind = flip-flop
arrival_ps = 2960

[placed_design]
place_congestion = 0.780
dp_worst_setup_slack_ps = 28.8
dp.final_hpwl_um = 34600
i_o_buffers = 99

[min_path]
min_path_type = in2async

[routing]
route.detailed.drc = 0
via_per_inst = 4.99
antenna_violating_nets_post_route = 0
wire_per_inst_um = 21.9
detail_route.wirelength_um = 58900
drt-pass1-iter-count = 4
detailroute.via_count = 13400
initialDrtViolationCount = 652
antenna-diode-count = 0

[die]
chipArea_um2 = 82700
floorplanUtilization_pct = 30.4
fp.dieH_um = 288
design.core.area_um2 = 80500
io_pins = 103
floorplan.rows = 104
die_span_x_um = 288

[cells_and_area]
multiInputGateArea_um2 = 10200
utilization_pct = 36.1
register_area_um2 = 13700
ratio_of_cells_with_drive_above_1_in_the_final_layout_pct = 49.6
fill_cells = 7340
layout-area-overhead-vs-synth_pct = 18.8

[grt]
grt_pass1_wl_um = 92900
grtUsageTotal_pct = 15.4
antenna_found_initial = 0
global_route.overflow_total = 0
grt_max_degree = 100
first_global_vias = 15200

[power]
power_leakage_uw = 0.0138
vdd_drop_max_v = 0.000401
p_total_uw = 14900
total_power_divided_by_cell_area_nw_per_um2 = 512

[flow_run]
tool_warnings = 27
max_cap_violations = 0

-- layer usage --
| metal | wire length [um] | track usage [%] | vias to the layer above |
|---|---|---|---|
| met1 | 23900 | 20.7 | 7161 |
| li1 | - | - | 5803 |
| met4 | 1230 | 2.82 | 0 |
| met3 | 4730 | 5.65 | 87 |
| met2 | 29000 | 24.7 | 368 |
| met5 | 0 | 0 | - |
-- power breakdown --
group	switching (uW)	total [uW]	internal (uW)
Clock	2860	7100	4250
Sequential	1.62	7160	7160
Combinational	412	604	192
-- cells in the final DEF (no fill, tap or decap), types with 17 or more instances in the layout --
cell                              synthesis  final
sky130_fd_sc_hd__nor4_4                   9     17
sky130_fd_sc_hd__buf_12                   0     32
sky130_fd_sc_hd__clkbuf_8                 0     17
sky130_fd_sc_hd__clkbuf_16                0     57
sky130_fd_sc_hd__nand2_1                 34     34
sky130_fd_sc_hd__mux4_2                 128    128
sky130_fd_sc_hd__a22oi_1                 64     64
sky130_fd_sc_hd__dfrtp_1                547    547
sky130_fd_sc_hd__buf_4                   23     30
sky130_fd_sc_hd__mux2_1                  49     49
sky130_fd_sc_hd__mux2_2                 495    495
sky130_fd_sc_hd__clkdlybuf4s50_1          0     96
-- worst paths after layout --
check / start / slack, ps / end / cells past startpoint
max: PADDR[11] / 630 / registers[273] / 7
min: PRESETn / 8 / registers[471] / 1
max reg2reg: current_state[1] / 930 / registers[417] / 5
min reg2reg: registers[327] / 480 / registers[327] / 1
max in group asynchronous: PRESETn / 2010 / current_state[0] / 2
min in group clk0: registers[327] / 480 / registers[327] / 1
-- flip-flops by register name (all words and copies together), names as in the netlist --
signal	flops
PSLVERR	1
registers	512
PRDATA	32
current_state	3
-- worst register-to-register path, delay by kind of cell, from the launching register on --
family                 cells  cell delay [ps]
AND/OR/NAND/NOR            3              980
buffers and inverters      1              330
flip-flops                 1              360
multiplexers               1              380
-- per-stage QoR --
stage | area (um2) | std cells | hold slack, ps
2_1_floorplan | 24500 | 1497 | 324
3_3_place_gp | 27100 | 2588 | 462
3_5_place_dp | 27100 | 2588 | 473
4_1_cts | 29100 | 2690 | 12.8
5_1_grt | 29100 | 2690 | 48.8
6_report | 29100 | 2690 | 7.93
-- cells by family after synthesis --
family,after synthesis
muxes,672
AOI/OAI and AO/OA,65
other,1
buffers and inverters,130
DFF,548
and+or+nand+nor,81
-- layout make-up --
type / instances / share of cell area, %
Tap cell: 1060 / 4.56
Multi-Input combinational cell: 819 / 35.1
Clock inverter: 22 / 0.986
Clock buffer: 80 / 5.76
Timing Repair Buffer: 161 / 6.42
Sequential cell: 548 / 47.2
Power is estimated from default activity; no workload was simulated.
